==> design/flow/config.mk <==
export PLATFORM = sky130hd
export DESIGN_NAME = binary2bcd
export DESIGN_NICKNAME = binary2bcd
export VERILOG_FILES = /design/flow/design.v
export SDC_FILE = /design/flow/constraint.sdc
export NUM_CORES = 4
export LEC_CHECK = 1
export CORE_AREA = 10 10 70 70
export DIE_AREA = 0 0 80 80
==> design/flow/run.sh <==
#!/bin/bash
# OpenROAD 26Q1-2900-gdf79404cd8, Yosys 0.63+post, stock flow scripts
make -C /OpenROAD-flow-scripts/flow DESIGN_CONFIG=/design/flow/config.mk WORK_HOME=/design/flow/orfs finish
==> design/flow/design.v <==
`timescale 1ns / 1ps
module binary2bcd(
    input [7:0]data,
    output reg [3:0] bit0,bit1,bit2,
    output reg[11:0] BCD    
    );
    integer n;
    always@(data)
    begin
        bit0=0; bit1=0; bit2=0;
        for(n=0; n<8; n=n+1)
        begin
            if(bit0>4) bit0 = bit0+3;
            if(bit1>4) bit1 = bit1+3;
            if(bit2>4) bit2 = bit2+3;
            {bit2,bit1,bit0} = {bit2,bit1,bit0,data[7-n]};
        end
        BCD= {bit2, bit1, bit0};
    end
endmodule
==> design/flow/constraint.sdc <==
current_design binary2bcd

set clk_period 4.5
set clk_io_pct 0.2

create_clock -name clk0 -period $clk_period

set non_clock_inputs [all_inputs -no_clocks]
set_input_delay [expr $clk_period * $clk_io_pct] -clock clk0 $non_clock_inputs
set_output_delay [expr $clk_period * $clk_io_pct] -clock clk0 [all_outputs]
==> summary.txt <==
The flow completed. The run finished, with violations left. The final reports fail on setup timing. Share of synthesized cell area in and, or, nand and nor gates landed at 19.8%. Maximum fanout count along the critical path landed at 7.

Fraction of the mapped netlist area in compound gates landed at between 30% and 40%. Number of DRC markers in iteration 0 landed at slightly below 80. Dividing total power by cell area gives a power density of 282 mW/mm². The worst-case IR drop observed on VDD is 163 µV. Part of the cycle the worst path needs landed at 114%.

The buffer_ports step reported a buffer count of 25. Counting instances in the post-synthesis netlist gives the leading cell types as sky130_fd_sc_hd__buf_4, sky130_fd_sc_hd__nor2_1, sky130_fd_sc_hd__ha_1, sky130_fd_sc_hd__inv_1, sky130_fd_sc_hd__nand2_1. The initial antenna violation count came to 0. Setup repair after global routing could not meet its margin everywhere. The count of nets left with antenna violations once routing finished came out at 0. Number of failing hold endpoints at the final stage landed at 0. Sorting the synthesized cells by area gives the leading types as sky130_fd_sc_hd__ha_1, sky130_fd_sc_hd__buf_4, sky130_fd_sc_hd__xnor2_1. The final report gives the core utilization as 55.2%.

The slowest stage of the critical path is the sky130_fd_sc_hd__o41a_1 cell. Among the non-sequential cells, AND-OR/OR-AND gates take the most area. Data on the critical path arrives at its endpoint at 4220 ps. The HPWL after detailed placement is between 2000 and 2500 µm. The max-slew check reports its worst relative slack as 63.3%. The via count of the first global-routing pass was between 1000 and 1500. After synthesis the cells add up to around 0.0010 mm². Xor and xnor area share after synthesis landed at 9.17%.

For this run the top cell type by instance count after synthesis was sky130_fd_sc_hd__buf_4. Adder-cell area share of the yosys netlist landed at 12.2%. The first TritonRoute pass finished after 4 iterations. Least setup slack across all paths after layout landed at -624 ps. Number of slew-limit violations in the final report landed at 0. The startpoint identified for the worst hold timing path is data[0]. The signal on the critical path passes through buf_12 > inv_12 > ha_4 > inv_4 > ha_4 > and2_4 > o41a_1 > xor2_2 > or2_4 > o211ai_1 > nand2_1 > ha_4 > a32o_1 > a311oi_2 > a221oi_4 > ha_4 > o21bai_4 > buf_6 > mux2i_2 > buf_2. Routability-driven placement congestion ratio landed at 0.851.

Total congestion overflow landed at 0. The die is about 80 µm wide. Share of Yosys cell area claimed by the top area cell type landed at 12.2%. Synthesis-to-finish area growth landed at 84.2%. Dividing the detail-routed via count by the number of cells gives 4.88. Count of vias placed by the detailed router landed at 1219. The most critical min-delay path falls under primary input to primary output. Once placement completed, the tool counted placed cells totaling 235. Synthesized chip area reported by yosys landed at 0.00102 mm². Across all hold checks on the routed design, the worst slack comes to approximately 1800 ps. Core footprint landed at 0.00342 mm². Endpoints with negative setup slack in the final report add up to 16. Total DRC errors in the routed layout landed at 0. Static leakage landed at 0.000836 µW. Standard cell area after detailed placement landed at 0.00164 mm². Total number of sequential cells landed at 0. Number of distinct library cells after synthesis landed at 54. Global router's overall resource usage landed at approximately 9%. At the floorplan stage, the core utilization is reported as 30.0%.

STA classifies the critical path endpoint as a primary output. Actual slew at the worst max-slew pin landed at 550 ps. Quantity of hold-fixing buffers added after cts landed at 0. Sequential cell area landed at 0 µm². For the completed layout, the total cell area is recorded as ~0.0019 mm². Routed wirelength normalized by instance count landed at 12.2 µm.

The timing report shows the most common cell along the critical path to be sky130_fd_sc_hd__ha_4. Number of standard cells in the final layout excluding fillers landed at 250. The synthesis report lists the Yosys warning total as 1. In the hold report, the worst path ends at BCD[0]. The number of cells on the worst hold path is listed as 0. Total die size landed at 0.00640 mm². OpenSTA lists the critical path startpoint as data[6]. Y dimension of the die landed at 80 µm. The tool flagged a number of max-cap violations equal to 0. For reference, the post-synthesis area per instance comes to roughly 7.5 µm². Per the synthesis report, the dominant area consumer among library cells is sky130_fd_sc_hd__ha_1. Yosys stat counts 136 cells in the synthesized netlist. The initialized floorplan defines 21 standard-cell rows. The worst setup path is launched from a primary input. Wire length reported by the detailed router landed at 3050 µm. Endpoint required time on the critical path landed at 3600 ps.

The final antenna diode tally reported by the flow is 0. The floorplan report gives the top-level pin count as 32. By startpoint and endpoint, the worst setup path is classified as primary input to primary output. The stage logs contain a warning count of 41. The share of the Yosys chip area taken by registers is 0%. Clock tree buffer count of the final layout landed at 0.

Maximum clock frequency landed at 195 MHz. Global-route wire length before repair landed at roughly 5000 µm. Area fraction in mux cells landed at 5.50%.

Post-synthesis cell count landed at between 100 and 150. Final critical path time including I/O delays and setup landed at 5120 ps. Of the cells placed in the final design, the portion with a size suffix greater than 1 is 61.3%. Maximum number of pins on one net before global-route repair landed at 14.

Stage delay of the slowest cell on the critical path landed at about 340 ps.
## worst max-delay path by stage
| stage | depth (start not counted) | slack (ps) | end |
|---|---|---|---|
| final | 20 | -620 | BCD[6] |
| after global routing | 22 | -790 | BCD[2] |
| after CTS | 20 | -590 | bit1[1] |
## logic make-up after synthesis
| logic type | Yosys count |
|---|---|
| fa+ha+maj | 10 |
| compound gates | 43 |
| simple gates | 39 |
| other cells | 1 |
| mux | 5 |
| buf+inv | 29 |
| xor+xnor | 9 |
## report_power, final
part           leakage [µW]  switching, µW  internal, µW
registers                 0              0             0
logic              0.000836            213           319
clock network             0              0             0
## stage by stage
step | setup WS [ps] | setup TNS (ps) | power [µW]
floorplan | -552 | -6080 | 245
global placement | -1500 | -24010 | 433
detailed placement | -1550 | -24730 | 438
CTS | -591 | -8200 | 483
global route | -793 | -11330 | 578
finish | -624 | -8550 | 532
## final cells by class
class / count / area [µm²]
fillers: 296 / 1530
inverters: 10 / 67.6
multi-input cells: 110 / 1080
well taps: 46 / 57.6
repair buffers: 84 / 678
## worst max-delay path: cells and delay by family
family | cells | cell delay (ps)
simple gates | 3 | 490
mux | 1 | 200
compound gates | 6 | 1320
fa+ha+maj | 4 | 690
buf+inv | 5 | 430
xor+xnor | 1 | 170
## repair_timing
action	4_1_cts	5_1_grt
gates resized	86	19
buffers inserted	14	4
endpoints found under the setup margin	18	18
hold endpoints to repair	0	0
pin swaps	28	13
## metal layers
layer / vias up / global-route usage [%] / share of wire [%]
li1: 619 / - / -
met1: 569 / 11.8 / 46
met2: 31 / 15.5 / 48
met3: 0 / 1.36 / 6.0
met4: 0 / 0 / 0
met5: - / 0 / 0
## cell usage in the layout, fill, tap and decap left out, types with 3 or more instances in the layout
cell type and n:
sky130_fd_sc_hd__buf_4 47, sky130_fd_sc_hd__buf_2 14, sky130_fd_sc_hd__buf_6 13, sky130_fd_sc_hd__nor2_1 10
sky130_fd_sc_hd__nand2_1 8, sky130_fd_sc_hd__clkdlybuf4s50_1 6, sky130_fd_sc_hd__inv_1 5, sky130_fd_sc_hd__ha_4 4
sky130_fd_sc_hd__ha_1 4, sky130_fd_sc_hd__conb_1 4, sky130_fd_sc_hd__nor2b_1 3, sky130_fd_sc_hd__a211oi_2 3
sky130_fd_sc_hd__xnor2_1 3, sky130_fd_sc_hd__o211ai_1 3, sky130_fd_sc_hd__o21ai_0 3, sky130_fd_sc_hd__xnor2_2 3
Power is estimated from default activity; no workload was simulated.
