<file path="/design/flow/config.mk">
export PLATFORM = sky130hd
export DESIGN_NAME = barrel_shifter
export DESIGN_NICKNAME = barrel_shifter
export VERILOG_FILES = /design/flow/design.v
export SDC_FILE = /design/flow/constraint.sdc
export NUM_CORES = 4
export LEC_CHECK = 1
export CORE_AREA = 10 10 70 70
export DIE_AREA = 0 0 80 80
</file>
<file path="/design/flow/constraint.sdc">
current_design barrel_shifter

set clk_period 2.5
set clk_io_pct 0.2

create_clock -name clk0 -period $clk_period

set non_clock_inputs [all_inputs -no_clocks]
set_input_delay [expr $clk_period * $clk_io_pct] -clock clk0 $non_clock_inputs
set_output_delay [expr $clk_period * $clk_io_pct] -clock clk0 [all_outputs]
</file>
<file path="/design/flow/design.v">
`timescale 1ns / 1ps
module mux_2_1(
    input [1:0] i,
    input sel,
    output y_out    
    );
    assign y_out= sel ? i[1] : i[0];
endmodule
module mux_4_1(
    input [3:0] i,
    input [1:0]select,
    output y_out
    );
    wire [1:0]w;
    mux_2_1 m1(i[1:0], select[0], w[0]);
    mux_2_1 m2(i[3:2], select[0], w[1]);
    mux_2_1 m3(w, select[1], y_out);
endmodule
 module mux_8_1(
    input [7:0] i,
    input [2:0]select,
    output y_out
    );
    wire [1:0]w;
    mux_4_1 m1(i[3:0], select[1:0], w[0]);
    mux_4_1 m2(i[7:4], select[1:0], w[1]);
    mux_2_1 m3(w, select[2], y_out);
  endmodule     
module barrel_shifter(
    input [7:0] data,
    input [2:0] amt,
    output [7:0] out
    );
    mux_8_1 m0(data, amt, out[0]);
    mux_8_1 m1({data[0], data[7:1]}, amt, out[1]);
    mux_8_1 m2({data[1:0], data[7:2]}, amt, out[2]);
    mux_8_1 m3({data[2:0], data[7:3]}, amt, out[3]);
    mux_8_1 m4({data[3:0], data[7:4]}, amt, out[4]);
    mux_8_1 m5({data[4:0], data[7:5]}, amt, out[5]);
    mux_8_1 m6({data[5:0], data[7:6]}, amt, out[6]);
    mux_8_1 m7({data[6:0], data[7]}, amt, out[7]);
endmodule
</file>
<file path="/design/flow/run.sh">
#!/bin/bash
# OpenROAD 26Q1-2900-gdf79404cd8, Yosys 0.63+post, stock flow scripts
make -C /OpenROAD-flow-scripts/flow DESIGN_CONFIG=/design/flow/config.mk WORK_HOME=/design/flow/orfs finish
</file>
==> impl_metrics.json <==
{
  "grt_max_degree": 9,
  "power_frac_clock_pct": 0,
  "ir_drop_mv": 0.0480,
  "p_per_area_mw_per_mm2": 180,
  "worst_pin_slew_ns": 0.374,
  "avgSynthCellArea_um2": 14.3,
  "io_buffers": 19,
  "slew_violations": 0,
  "syn_inst": 27,
  "yosysWarnings": 0,
  "drt_wl_total_um": 1010,
  "dr.pass1.iters": 2,
  "start_kind": "input pin",
  "die_x_um": 80,
  "crit_start": "data[4]",
  "crit_type": "input pin to primary output",
  "setup_tns_ns": 0,
  "utilization_pct": 16.3,
  "seq_cell_count": 0,
  "yosys-top-cells-area": "mux4_1, mux2_2, buf_4, buf_6, buf_1",
  "drt_iter0_markers": 3,
  "p_sw_w": 0.0000309,
  "rows": 21,
  "ios": 19,
  "avgRoutedWirePerCell_um": 11.6,
  "seq_power_share_pct": 0,
  "hold_path.class": "input pin to primary output",
  "post_drt_via_cell_ratio": 3.11,
  "die_area_mm2": 0.00640,
  "nClkBuffers": 0,
  "gp_congestion": 0.736,
  "min_to": "out[2]",
  "hold_violations": 0,
  "status": "finished clean",
  "arrival_ns": 1.95,
  "antenna_found_initial": 0,
  "critical_path_peak_fanout": 4,
  "seq_area_um2": 0,
  "vias": 271,
  "stdcell_count": 87,
  "drc": 0,
  "grt_pass1_wl_um": 1390,
  "post-route-period-util_pct": 98.1,
  "common_cells": "buf_4, mux2_2, mux4_1",
  "combPwrFrac_pct": 100.0,
  "ys_seq_share_pct": 0,
  "ys_types": 5,
  "top_area_share_pct": 54.4,
  "dp_hpwl_um": 905,
  "max_freq_ghz": 0.408,
  "finalPower_w": 0.000100,
  "required_ns": 2.00,
  "min_from": "amt[0]",
  "dpl.cell_count": 85,
  "ant_nets": 0,
  "endpoint_kind": "primary output",
  "die_h_um": 80,
  "core_mm2": 0.00342,
  "grt_overflow": 0,
  "ys_area_um2": 387,
  "ys_cells": 27,
  "swShare_pct": 30.9,
  "grt_pass1_vias": 291,
  "power.leakage_nw": 0.227,
  "synth_area_um2": 387,
  "grt_use_total_pct": 2.76,
  "yosys.area.top_type": "mux4_1",
  "p_int_w": 0.0000693,
  "initCoreUtil_pct": 11.3,
  "min_path_cells": 3,
  "setup_violations": 0,
  "warnings": 32,
  "drive_above_1_share_pct": 58.5,
  "maxCapViolCount": 0,
  "cts.hold.buffers_added": 0,
  "fillerInstances": 412,
  "n_antenna_cell": 0,
  "max-slew-margin-rel_pct": 75.0,
  "min_period_ns": 2.45,
  "rsz0062_at_grt": "false",
  "syn2layout_area_growth_pct": 44.3
}
## placed cells by master, fill, tap and decap left out, drive strengths merged
cell            n
dlymetal6s2s    1
clkdlybuf4s50   1
clkdlybuf4s15   1
buf             7
mux2            8
dlygate4sd2    15
mux4            8
## layer usage
| metal | track usage (%) | up-vias | routed length [µm] | share of wire, % |
|---|---|---|---|---|
| met5 | 0 | - | 0 | 0 |
| met4 | 0 | 0 | 0 | 0 |
| met3 | 0.682 | 0 | 57 | 5.7 |
| met2 | 4.41 | 15 | 449 | 45 |
| met1 | 3.88 | 125 | 500 | 50 |
| li1 | - | 131 | - | - |
## what timing repair did
action                     in CTS  in global routing
setup buffers                   2                  0
setup endpoints to repair       8                  1
cloned                          0                  0
resized                        32                  3
## power by group through the flow
stage / clock network (W) / registers [W] / logic (W)
4_1_cts: 0 / 0 / 0.000103
6_report: 0 / 0 / 0.000100
5_1_grt: 0 / 0 / 0.000109
## layout make-up
cell class         count  area, µm²  share of cell area [%]
repair buffers        25        223                    39.9
well taps             46       57.6                    10.3
multi-input cells     16        278                    49.8
## worst max-delay path: stages
cell and delay, ns:
dlygate4sd2_1 0.26, mux4_2 0.49, mux2_4 0.28, clkdlybuf4s50_1 0.42
## per-stage QoR
stage / instance area, µm² / setup WS [ns] / hold WS [ns]
2_1_floorplan: 387 / 0.461 / 1.42
3_3_place_gp: 578 / -0.410 / 2.32
3_5_place_dp: 578 / -0.411 / 2.33
4_1_cts: 558 / 0.00242 / 1.84
5_1_grt: 558 / 0.00324 / 1.72
6_report: 558 / 0.0476 / 1.67
## cells by family after synthesis
logic type	Yosys count	synth area share [%]
mux	16	77.7
buf+inv	11	22.3
## how the worst max path moves through the flow
stage / end / slack [ns] / cells past startpoint
global route: out[6] / 0.003 / 4
CTS: out[6] / 0.002 / 3
finish: out[6] / 0.05 / 4
Power is estimated from default activity; no workload was simulated.
