### flow/design.v
module tone_generator (
    input clk,
    input [2:0] note_sel,
    output reg buzzer
);
parameter C = 100;
parameter D = 200;
parameter E = 300;
parameter F = 400;
parameter G = 500;
parameter A = 600;
parameter B = 700;
reg [31:0] counter = 0;
reg [31:0] threshold;
initial buzzer = 0;
always @(posedge clk) begin
    case (note_sel)
        3'b000: threshold <= C;
        3'b001: threshold <= D;
        3'b010: threshold <= E;
        3'b011: threshold <= F;
        3'b100: threshold <= G;
        3'b101: threshold <= A;
        3'b110: threshold <= B;
        default: threshold <= 0;  
    endcase
    if (threshold != 0) begin
        if (counter >= threshold) begin
            counter <= 0;
            buzzer <= ~buzzer;
        end else begin
            counter <= counter + 1;
        end
    end else begin
        buzzer <= 0;
        counter <= 0;
    end
end
endmodule
### flow/run.sh
#!/bin/bash
# OpenROAD 26Q1-2900-gdf79404cd8, Yosys 0.63+post, stock flow scripts
make -C /OpenROAD-flow-scripts/flow DESIGN_CONFIG=/design/flow/config.mk WORK_HOME=/design/flow/orfs finish
### flow/config.mk
export PLATFORM = sky130hd
export DESIGN_NAME = tone_generator
export DESIGN_NICKNAME = tone_generator
export VERILOG_FILES = /design/flow/design.v
export SDC_FILE = /design/flow/constraint.sdc
export NUM_CORES = 4
export LEC_CHECK = 1
export CORE_AREA = 10 10 105 105
export DIE_AREA = 0 0 115 115
### flow/constraint.sdc
current_design tone_generator

set clk_period 3.2
set clk_io_pct 0.2

create_clock -name clk0 -period $clk_period [get_ports {clk}]

set non_clock_inputs [all_inputs -no_clocks]
set_input_delay [expr $clk_period * $clk_io_pct] -clock clk0 $non_clock_inputs
set_output_delay [expr $clk_period * $clk_io_pct] -clock clk0 [all_outputs]
==> impl_metrics.tcl <==
# implementation run metrics
set metrics [dict create \
    status "finished clean" \
    antenna_cells 0 \
    leakagePower_nw 0.738 \
    crit_path_end_kind "flop" \
    post_cts.repair.setup_buffers 0 \
    setup_viol 0 \
    die_w_um 115 \
    antenna_found_initial 0 \
    drt-pass1-iter-count 4 \
    wl_mm 1.92 \
    ys_seq_elements 40 \
    io_pins 5 \
    ys_types 25 \
    final_cells 273 \
    hpwlAfterDp_mm 1.47 \
    ys_cells 134 \
    startpoint "counter[2]$_SDFF_PP0_" \
    startpoint_type "flop" \
    period_used_pct 59.8 \
    drive_above_1_share_pct 4.85 \
    fmax_mhz 523 \
    hp-start "counter[0]$_SDFF_PP0_" \
    ctsResizeCount 0 \
    peakVddDrop_v 0.000329 \
    clock_latency_ps 290 \
    routed_via_density 3.12 \
    grt_use_total_pct 3.10 \
    layout_top_cell "dfxtp_1" \
    gp_congestion 0.817 \
    fillers 957 \
    arrival_ps 2140 \
    holdBufCountCts 0 \
    cp_cell_sequence "inv_1, ha_1, and3_1, o31ai_1, a311o_1, nand3_1, nor2_1" \
    dp_cells 265 \
    finClkSkew_ps 4.19 \
    worstPathMaxFanout 11 \
    place_area_sq_um 1640 \
    grt_pass1_wl_mm 3.46 \
    synth.avg_cell_area_sq_um 10.5 \
    ys_chip_area_sq_um 1400 \
    finalCriticalPeriod_ps 1910 \
    drt_iter0_drc 19 \
    topCellsByArea "dfxtp_1 57%, ha_1 11%, xor2_1 4.4%" \
    r2r_start "counter[2]$_SDFF_PP0_" \
    finalInstanceArea_sq_um 1760 \
    grt_max_degree 14 \
    synth_warnings 1 \
    fp-row-count 34 \
    power.total_mw 1.00 \
    p_per_area_nw_per_um2 570 \
    cts_made_buffers 5 \
    synth_cells 134 \
    yosys.area.top_type_share_pct 57.1 \
    layout_top_cells "40 x dfxtp_1, 21 x conb_1, 14 x inv_1, 14 x nor2_1, 12 x ha_1" \
    cts_root_buf "clkbuf_8" \
    cts_tree "done" \
    drc 0 \
    finalHoldViolCount 0 \
    grt_pass1_vias 823 \
    overflow 0 \
    area_delta_synth_final_pct 25.7 \
    drv_slew 0 \
    fp_util_pct 16.0 \
    synth_area_sq_um 1400 \
    maxCapViolations 0 \
    die_y_um 115 \
    grt_setup_unrepaired "no" \
    finalSetupTns_ps 0 \
    critPathKind "reg2reg" \
    synth_top_cell_by_area "dfxtp_1" \
    clock-sinks 40 \
    crit_slowest_cell "dfxtp_1" \
    warning_count 27 \
    hp-class "reg2reg" \
    numPortBuffers 4 \
    wl_per_cell_um 7.04 \
    clock_path_buffers 2 \
    slowest_delay_ps 400 \
    synth_seq_share_pct 57.1 \
    required_ps 3420 \
    vias 853 \
    clk_pin_slew_ps 80 \
    drtAntennaViolNets 0 \
    die-area_sq_um 13200 \
    h-tree-depth 2 \
    core_sq_um 8760 \
]
[critical path, delay by kind of cell, from the launching register on]
kind | cells | cell delay (ps)
simple gates | 3 | 650
compound gates | 2 | 460
flops | 1 | 400
fa+ha+maj | 1 | 270
buf+inv | 1 | 60
[metal layers]
metal  share of wire, %  GRT usage, %  up-vias
met1                 54          4.49      355
met2                 39          4.24       15
met5                  0             0        -
met4                  0         0.495        0
li1                   -             -      483
met3                6.7          1.37        0
[path summary, 6_finish.rpt]
path,endpoint,slack [ps],depth (start not counted)
setup / recovery,counter[5]$_SDFF_PP0_,1290,7
setup reg to reg,counter[5]$_SDFF_PP0_,1290,7
hold / removal,counter[0]$_SDFF_PP0_,490,1
hold reg to reg,counter[0]$_SDFF_PP0_,490,1
[per-stage QoR]
step,setup WS [ps],utilization [%],hold slack (ps)
2_1_floorplan,1550,-,441
3_3_place_gp,1300,18.7,465
5_1_grt,1090,20.1,516
6_report,1290,20.1,491
3_5_place_dp,1310,18.7,476
4_1_cts,1270,20.1,495
[logic make-up after synthesis]
group / after synthesis / share of synthesized area [%]
buffers and inverters: 15 / 4.55
and+or+nand+nor: 46 / 16.0
AOI/OAI and AO/OA: 9 / 4.55
other: 1 / 0.267
DFF: 40 / 57.1
adders and majority gates: 12 / 10.7
xor gates and xnor gates: 11 / 6.87
[synth_stat cells]
cell type,instances
ha_1,12
and3_1,4
nor3_1,2
o22a_1,1
buf_6,1
dfxtp_1,40
and4_1,1
xnor2_1,4
nor2b_1,1
a211oi_1,1
and2_1,2
nor2_1,14
o31ai_1,1
xor2_1,7
nand2_1,8
nand3_1,7
o21a_1,1
conb_1,1
a21oi_1,2
o21ai_0,1
a311o_1,1
nor4_1,5
inv_1,14
nand4_1,2
a21o_1,1
[cell type report]
cell class	instances	area (sq um)	area share, %
multi-input cells	99	613	34.8
clock buffers	6	82.6	4.68
clock inverters	2	38.8	2.20
flip-flops and latches	40	801	45.4
inverters	14	52.6	2.98
well taps	108	135	7.67
repair buffers	4	40.0	2.27
[sequential cells by signal, indices dropped and copies added, names as in the netlist]
| name | flops |
|---|---|
| threshold | 7 |
| counter | 32 |
| buzzer | 1 |
[report_power, final]
| part | switching, mW | internal [mW] |
|---|---|---|
| Clock | 0.170 | 0.255 |
| Combinational | 0.0210 | 0.0258 |
| Sequential | 0.00962 | 0.524 |
| Total | 0.200 | 0.804 |
